===== flow/design.v =====
module fsm(KEY, SW, CLOCK_50, x_, y_, colour, writeEn);
    input [3:0] KEY;
    input CLOCK_50;
    input [9:0] SW;
    output [7:0] x_;
    output [6:0] y_;
    output writeEn;
    output [2:0] colour;
    fsm_drawBox p2(.iResetn(KEY[0]), .iPlotBox(KEY[1]), .iBlack(KEY[2]), .iColour(SW[9:7]), .iLoadX(KEY[3]), .iXY_Coord(SW[6:0]),
            .iClock(CLOCK_50), .oX(x_), .oY(y_), .oColour(colour), .oPlot(writeEn));
endmodule
module fsm_drawBox(iResetn,iPlotBox,iBlack,iColour,iLoadX,iXY_Coord,iClock,oX,oY,oColour,oPlot);
    parameter X_SCREEN_PIXELS = 8'd160;
    parameter Y_SCREEN_PIXELS = 7'd120;
    input wire iResetn;
    input wire iPlotBox, iBlack, iLoadX;  
    input wire [2:0] iColour;
    input wire [6:0] iXY_Coord;  
    input wire iClock;
    output wire [6:0] oY;
    output wire [7:0] oX;   
    output wire oPlot; 
    output wire [2:0] oColour;
    wire plotDone, startPlot;
    wire [2:0] colour;
    wire [7:0] x_boxsize, x_coord;
    wire [6:0] y_boxsize, y_coord;
    controlCenter mainCtl(.resetn(iResetn), 
                        .clock(iClock),
                        .iPlotBox(iPlotBox),
                        .iBlack(iBlack), 
                        .iColour(iColour), 
                        .iLoadX(iLoadX), 
                        .iXY_Coord(iXY_Coord),
                        .xScreenSize(X_SCREEN_PIXELS),
                        .yScreenSize(X_SCREEN_PIXELS),
                        .colour(colour),
                        .x_coord(x_coord), 
                        .y_coord(y_coord), 
                        .x_boxsize(x_boxsize), 
                        .y_boxsize(y_boxsize), 
                        .startPlot(startPlot), 
                        .plotDone(plotDone));
    drawBox drawVGA(.resetn(iResetn), 
                    .clock(iClock), 
                    .colour(colour), 
                    .x_coord(x_coord), 
                    .y_coord(y_coord), 
                    .x_boxsize(x_boxsize), 
                    .y_boxsize(x_boxsize), 
                    .startPlot(startPlot), 
                    .plotDone(plotDone), 
                    .oPlot(oPlot), 
                    .oColour(oColour), 
                    .oX(oX), 
                    .oY(oY));
endmodule  
module controlCenter(resetn, clock, xScreenSize, x_coord, x_boxsize, yScreenSize, y_coord, y_boxsize, iXY_Coord, iColour, iPlotBox, iBlack, iLoadX, plotDone, startPlot, colour);
    input resetn, clock;
    input [7:0] xScreenSize, x_coord, x_boxsize;
    input [6:0] yScreenSize, y_coord, y_boxsize;
    input [6:0] iXY_Coord;
    input [2:0] iColour;
    input iPlotBox, iBlack, iLoadX, plotDone;
    output startPlot;
    output [2:0] colour;
    mainControl mainC(.resetn(resetn),
                    .clk(clock), 
                    .plotBox(iPlotBox), 
                    .black(iBlack),
                    .loadx(iLoadX), 
                    .plotDone(plotDone), 
                    .ld_x_coord(ld_x_coord), 
                    .ld_y_coord(ld_y_coord), 
                    .ld_black(ld_black),
                    .drawStart(drawStart));
    mainDatapath mainD(.resetn(resetn), 
                    .clk(clock), 
                    .iColour (iColour),
                    .iXY_Coord(iXY_Coord),
                    .xScreenSize (xScreenSize),
                    .yScreenSize (yScreenSize),
                    .ld_x_coord(ld_x_coord), 
                    .ld_y_coord(ld_y_coord), 
                    .ld_black(ld_black),
                    .drawStart(drawStart), 
                    .colour(colour), 
                    .x_coord(x_coord), 
                    .y_coord(y_coord), 
                    .x_boxsize(x_boxsize), 
                    .y_boxsize(y_boxsize), 
                    .startPlot(startPlot));	
endmodule 
module mainControl(resetn, clk, plotBox, black, loadx, plotDone, ld_x_coord, ld_y_coord, ld_black, drawStart);
    input resetn, clk, plotBox, black, loadx, plotDone;
    output reg ld_x_coord, ld_y_coord, ld_black, drawStart;
	reg [5:0] current_state, next_state; 
    localparam  S_IDLE			= 6'b0,
				S_LOAD_X        = 6'd1,
                S_LOAD_X_WAIT   = 6'd2,
                S_LOAD_Y        = 6'd3,
                S_LOAD_Y_WAIT   = 6'd4,
                S_BLACK        	= 6'd5,
                S_BLACK_WAIT   	= 6'd6,
                S_PLOT			= 6'd7, 
                S_WAIT_DONE     = 6'd8;
    always@(*)
    begin: state_table 
            case (current_state)
                S_IDLE: next_state = black ? S_BLACK : (loadx ? S_LOAD_X : S_IDLE);  
				S_LOAD_X: next_state = S_LOAD_X_WAIT;
                S_LOAD_X_WAIT: next_state = loadx ? S_LOAD_X_WAIT : S_LOAD_Y;  
                S_LOAD_Y: next_state = plotBox ? S_LOAD_Y_WAIT : S_LOAD_Y;  
                S_LOAD_Y_WAIT: next_state = plotBox ? S_LOAD_Y_WAIT : S_PLOT;  
                S_BLACK: next_state = S_BLACK_WAIT;  
                S_BLACK_WAIT: next_state = black ? S_BLACK_WAIT : S_PLOT;  
                S_PLOT: next_state = S_WAIT_DONE;  
				S_WAIT_DONE: next_state = plotDone ? S_IDLE : S_WAIT_DONE;
            default: next_state = S_IDLE;
        endcase
    end
    always @(*)
    begin: enable_signals
        ld_x_coord = 1'b0;
        ld_y_coord = 1'b0;
		ld_black   = 1'b0;
        drawStart  = 1'b0;  
        case (current_state)  
            S_IDLE:
            begin
            end
            S_LOAD_X: begin
                ld_x_coord = 1'b1;  
            end 
            S_LOAD_Y: begin ld_y_coord = 1'b1;  
            end
            S_BLACK: begin ld_black = 1'b1;  
            end
            S_PLOT: begin drawStart= 1'b1;  
            end
            S_WAIT_DONE:
            begin
            end
			default:
            begin
            end
        endcase
    end  
    always@(posedge clk)
    begin: state_FFs
        if (!resetn) current_state <= S_IDLE;  
        else current_state <= next_state;
    end  
endmodule		
module mainDatapath(resetn, clk, iColour, iXY_Coord, xScreenSize, yScreenSize, ld_x_coord, ld_y_coord, ld_black, drawStart, colour, x_coord, x_boxsize, y_coord, y_boxsize, startPlot);
    input resetn, clk;
    input [2:0] iColour;
    input [6:0] iXY_Coord;
    input [7:0] xScreenSize; 
    input [6:0] yScreenSize;
    input ld_x_coord, ld_y_coord, ld_black, drawStart;
    output reg [2:0] colour;
    output reg [7:0] x_coord, x_boxsize;
    output reg [6:0] y_coord, y_boxsize;
    output reg startPlot;
    always@(posedge clk) 
    begin
        if (!resetn) startPlot <= 1'b0;  
        else 
        begin
            if(drawStart) startPlot <= 1'b1;
            else startPlot <= 1'b0;
        end
    end	
    always@(posedge clk) 
    begin
        if (!resetn) colour <= 3'b0;  
        else
        begin
            if (ld_black) colour <= 3'b0;  
            else if (ld_y_coord) colour <= iColour;  
        end
    end	
    always@(posedge clk)
    begin
        if (!resetn) x_coord <= 8'b0;  
        else
        begin
            if (ld_black) x_coord <= 8'b0;  
            else if (ld_x_coord) x_coord <= {1'b0, iXY_Coord};  
        end                                                     
    end
    always@(posedge clk)
    begin
        if (!resetn) y_coord <= 8'b0;  
        else
        begin
            if (ld_black) y_coord <= 8'b0;  
            else if (ld_y_coord) y_coord <= iXY_Coord;  
        end
    end
    always@(posedge clk) 
    begin
        if (!resetn)  
        begin
            x_boxsize <= 8'b0;
            y_boxsize <= 7'b0; 		
        end
        else
        begin
            if (ld_black)  
            begin
                x_boxsize <= xScreenSize;
                y_boxsize <= yScreenSize;
            end
            else if (ld_y_coord)  
            begin
                x_boxsize <= 8'd4;
                y_boxsize <= 8'd4; 	
            end
        end
    end
endmodule
module drawBox (resetn, clock, colour, x_coord, y_coord, x_boxsize, y_boxsize, startPlot, plotDone, oPlot, oColour, oX, oY);
    input resetn, clock;
    input [2:0] colour;
    input [7:0] x_boxsize, x_coord;
    input [6:0] y_boxsize, y_coord;
    input wire startPlot;
    output wire plotDone, oPlot;
    output wire [2:0] oColour;  
    output wire [7:0] oX;        
    output wire [6:0] oY;  
    wire [7:0] plot_x, target_x;
    wire [6:0] plot_y, target_y;
    wire ld_data, draw, ld_orgX;
    drawBoxControl drawCtl(.clk(clock),
                            .resetn(resetn), 
                            .startPlot(startPlot), 
                            .plot_x(plot_x), 
                            .plot_y(plot_y), 
                            .target_x(target_x),  
                            .target_y(target_y), 
                            .ld_data(ld_data), 
                            .draw(draw),
                            .ld_orgX(ld_orgX),
                            .plotDone(plotDone)
                            );
    drawBoxDatapath drawDpath(.clk(clock),
                            .resetn(resetn), 
                            .colour(colour),
                            .x_coord(x_coord),
                            .y_coord(y_coord),
                            .x_boxsize(x_boxsize),
                            .y_boxsize(y_boxsize),  
                            .ld_data(ld_data), 
                            .draw(draw ),
                            .ld_orgX(ld_orgX),   
                            .plot_x(plot_x), 
                            .plot_y(plot_y), 
                            .target_x(target_x),  
                            .target_y(target_y), 						  
                            .oPlot(oPlot), 
                            .oColour(oColour), 
                            .oX(oX),
                            .oY(oY)
                            );
endmodule
module drawBoxControl(clk, resetn, startPlot, plot_x, target_x, plot_y, target_y, ld_data, draw, ld_orgX, plotDone);
    input clk, resetn, startPlot;
	input [7:0] plot_x,	target_x;
	input [6:0] plot_y, target_y;
    output reg ld_data, draw, ld_orgX, plotDone;
    reg [5:0] current_state, next_state; 
    localparam  S_IDLE	       	 = 6'd0,
                S_LOAD_DATA      = 6'd1,
                S_DRAW           = 6'd2,
				S_DONE 			 = 6'd5;  
    always@(*)
    begin: state_table 
            case (current_state)
                S_IDLE: next_state = startPlot ? S_LOAD_DATA : S_IDLE;
                S_LOAD_DATA: next_state = S_DRAW;
                S_DRAW: next_state = ((plot_x == target_x) && (plot_y == target_y)) ? S_DONE : S_DRAW; 
                S_DONE: next_state = S_IDLE;
            default: next_state = S_IDLE;
        endcase
    end
    always @(*)
    begin: enable_signals
        ld_data = 1'b0;
        draw = 1'b0;
        ld_orgX = 1'b0;
        plotDone = 1'b0;
        case (current_state)
            S_IDLE: 
            begin
				ld_data = 1'b0;
				draw = 1'b0;
				ld_orgX = 1'b0;
				plotDone = 1'b1;			
            end
            S_LOAD_DATA: 
            begin
                ld_data = 1'b1;
				plotDone = 1'b0;	
            end
            S_DRAW: begin draw = 1'b1;
            end
			S_DONE: begin plotDone = 1'b1;
            end
        endcase
    end  
    always@(posedge clk)
    begin: state_FFs
        if (!resetn) current_state <= S_IDLE;
        else current_state <= next_state;
    end  
endmodule
module drawBoxDatapath(clk, resetn, colour, x_coord, x_boxsize, y_coord, y_boxsize, ld_data, ld_orgX, draw, oPlot, oColour, plot_x, target_x, oX, plot_y, target_y, oY);
    input clk, resetn, ld_data, ld_orgX, draw;
	input [2:0] colour;
    input [7:0] x_coord, x_boxsize;
	input [6:0] y_coord, y_boxsize;
    output reg oPlot;
	output reg [2:0] oColour;
    output reg [7:0] plot_x, target_x, oX;
	output reg [6:0] plot_y, target_y, oY;
	reg [7:0] temp_x_coord;  
    always@(posedge clk)
    begin
        if (!resetn)  
        begin
            target_x <= 8'b0; 			
            target_y <= 7'b0; 	
            temp_x_coord <= 8'b0;
        end
        else
        begin
            if (ld_data)
            begin  
                target_x <= (x_coord + x_boxsize - 1);		
                target_y <= (y_coord + y_boxsize - 1);
                temp_x_coord <= x_coord;
            end
        end
    end
    always@(posedge clk)
    begin
        if (!resetn)  
        begin
            oPlot <= 1'b0;
            oX <= 8'b0;
            oY <= 7'b0;
            oColour <= 3'b0;
        end
        else
        begin
            if (draw)  
            begin
                oPlot <= 1'b1;  
                oX <= plot_x; 
                oY <= plot_y;
                oColour <= colour;
            end
            else oPlot <= 1'b0;  
        end
    end
    always@(posedge clk) 
    begin
        if (!resetn)  
        begin
			plot_x <= 8'b0;
			plot_y <= 7'b0;
        end
        else 
        begin
            if (ld_data)  
            begin
                plot_x <= x_coord;  
				plot_y <= y_coord;  
			end
			else if (plot_x == target_x)  
            begin
				plot_x <= temp_x_coord;  
				plot_y <= plot_y + 1;  
			end
			else  
            begin
				plot_x <= plot_x + 1;  
				plot_y <= plot_y;  
			end
        end
    end	
endmodule

===== flow/run.sh =====
#!/bin/bash
# OpenROAD 26Q1-2900-gdf79404cd8, Yosys 0.63+post, stock flow scripts
make -C /OpenROAD-flow-scripts/flow DESIGN_CONFIG=/design/flow/config.mk WORK_HOME=/design/flow/orfs finish

===== flow/config.mk =====
export PLATFORM = sky130hd
export DESIGN_NAME = fsm
export DESIGN_NICKNAME = fsm
export VERILOG_FILES = /design/flow/design.v
export SDC_FILE = /design/flow/constraint.sdc
export NUM_CORES = 4
export LEC_CHECK = 1
export CORE_UTILIZATION = 50

===== flow/constraint.sdc =====
current_design fsm

set clk_period 3.2
set clk_io_pct 0.2

create_clock -name clk0 -period $clk_period [get_ports {CLOCK_50}]

set non_clock_inputs [all_inputs -no_clocks]
set_input_delay [expr $clk_period * $clk_io_pct] -clock clk0 $non_clock_inputs
set_output_delay [expr $clk_period * $clk_io_pct] -clock clk0 [all_outputs]

==> notes.md <==
flow finished, numbers: vias in the first global route 2,793, post-route clock period utilization 0.702, pwr/cell area 454 nW/µm², final-layout fill cell count 705, GR met1 Demand/Resource 0.373, global-route track usage on met3 0.0306, IO buf count 33, distinct cell type count after synthesis 50, #FFs+latches synth 89, critical path class flop to flop, Site Rows 32, R2R Path Start p2.drawVGA.drawDpath.plot_x[6]$_SDFF_PN0_, OpenROAD warnings 26, Placed Instances 546, measured slew at the worst slew-check pin 0.736 ns, grt met2 use 0.300, fraction of post-synthesis cell area in the top cell type by area 0.427, total die size 8710 µm², post-route DRC violation count 0, top library cells by usage in the layout, fill and taps aside sky130_fd_sc_hd__dfxtp_1 (89), sky130_fd_sc_hd__mux2i_1 (55), sky130_fd_sc_hd__nor2b_1 (38), crit end category flop, setup repair after global routing missed its margin no, fraction of the core area occupied by cells at floorplan 0.529, required time of the worst setup path 3.41 ns, max-slew headroom at the worst pin 0.506, wire length of the first global-routing pass 14.1 mm, fraction of layout cells with a size suffix above 1 0.0630, overflow left after global routing 0, Fin Hold WS 0.464 ns, first-pass iteration count of the detailed router 4, Core Region 7890 µm², antenna violations before repair 0, global-route usage over all layers 0.216, Syn Std Cell Area 4170 µm², RePlAce Congestion 0.827, GRT busiest layer met1, Post-synth EDFFs 0, sink count of the clock tree 89, final number of setup-violating endpoints 0, Worst IR Drop VDD 0.254 mV, overall routed net length 8.49 mm, routed via count divided by cell count 5.27, aggregate negative setup slack 0 ns, footprint of the multi-input gates 2190 µm², non-filler cells, final 562, footprint of the flip-flops and latches 1780 µm², run status finished, final reports clean, HP Start p2.mainCtl.mainC.current_state[2]$_DFF_P_, FFs w/ async S/R, synth 0, TritonCTS Buffers 9, count of antenna diodes in the layout 0, final worst clock skew 0.00994 ns, clock insertion delay at the later pin of the skew report 0.35 ns, worst setup timing slack at the placement stage 0.982 ns, die outline width 93.3 µm, Max FO, Critical Path 13, Yosys chip area 4170 µm², Post-CTS Hold Fix Bufs 0, DRT iter0 DRCs 101, synthesized area per cell 9.74 µm², CTS clock-pin slew for the worst setup and hold paths 0.09 ns, Largest cells by area sky130_fd_sc_hd__dfxtp_1 (43%), sky130_fd_sc_hd__mux2i_1 (13%), sky130_fd_sc_hd__nor2b_1 (5.7%), sky130_fd_sc_hd__ha_1 (5.1%), sky130_fd_sc_hd__xnor2_1 (3.2%), MaxCap Viol Count 0, yosys cell count 428, H-Tree Depth 3, Final ANT Viol Nets 0, upper clock frequency limit 445 MHz, yosys synthesis warning count 9, class of the worst hold path flop to flop, pin count of the biggest net entering global routing 36, top-level port count 34, Area Growth Syn to Fin 14.6%, number of buffers inserted to repair setup after CTS 0, sequential cell area fraction in the yosys report 0.427, clk buf depth 2, Commonest Layout Cell sky130_fd_sc_hd__dfxtp_1, Pleak 1.75 nW, Final Hold Violating Endpoints 0, overall via count from detail_route 2,963, placed wire-length estimate 6.12 mm, beginning of the critical path p2.drawVGA.drawDpath.plot_x[6]$_SDFF_PN0_, clock tree from TritonCTS built, synthesized instance count 428, Slew Viols, Final 0, cell type contributing the most total cell area after synthesis sky130_fd_sc_hd__dfxtp_1, post-cts gate resize count 0, total power of the final layout 0.00217 W, element type at the critical path start flop, clock period minus worst slack 2.25 ns, die height 93.3 µm, slack of the critical path 0.953 ns, cell chosen for the clock root sky130_fd_sc_hd__clkbuf_8, most used flip-flop cell after synthesis sky130_fd_sc_hd__dfxtp_1, average wire length per cell after detail routing 15.1 µm, arrival time at the worst endpoint 2.46 ns
[cell families (layout without fill, tap and decap cells)]
family,after synthesis,after routing,synth area share
xor+xnor,31,31,0.0669
mux,55,55,0.132
compound gates,60,60,0.0888
simple gates,126,126,0.178
buf+inv,48,80,0.0462
flops,89,89,0.427
fa+ha+maj,19,19,0.0606
[sequential cells by signal, indices dropped and copies added (netlist names), 8 cells and up]
signal / cells
p2.drawVGA.drawDpath.plot_x: 8
p2.drawVGA.drawDpath.oX: 8
p2.mainCtl.mainC.current_state: 9
p2.drawVGA.drawDpath.target_x: 8
[power breakdown]
part / internal (W) / switching, W
logic: 0.0000837 / 0.0000905
registers: 0.00113 / 0.0000299
clock network: 0.000444 / 0.000394
[cell usage after synthesis, types with 3 or more instances]
cell                       number
sky130_fd_sc_hd__and2_1         8
sky130_fd_sc_hd__nand2_1       13
sky130_fd_sc_hd__nand3_1       14
sky130_fd_sc_hd__nand3b_1       3
sky130_fd_sc_hd__nor2_1        19
sky130_fd_sc_hd__nand4_1        4
sky130_fd_sc_hd__xor2_1        15
sky130_fd_sc_hd__and3_1         6
sky130_fd_sc_hd__nor3_1         4
sky130_fd_sc_hd__inv_1         26
sky130_fd_sc_hd__clkbuf_1      18
sky130_fd_sc_hd__dfxtp_1       89
sky130_fd_sc_hd__nor2b_1       38
sky130_fd_sc_hd__o21ai_0       17
sky130_fd_sc_hd__a21o_1         3
sky130_fd_sc_hd__mux2i_1       55
sky130_fd_sc_hd__nand2b_1       3
sky130_fd_sc_hd__o21ai_1        3
sky130_fd_sc_hd__o211a_1        3
sky130_fd_sc_hd__a21oi_1       18
sky130_fd_sc_hd__xnor2_1       15
sky130_fd_sc_hd__ha_1          17
[final cells by class]
type / count / share of cell area
inverters: 27 / 0.0212
flip-flops and latches: 89 / 0.373
well taps: 102 / 0.0267
multi-input cells: 291 / 0.459
repair buffers: 37 / 0.0743
clock buffers: 10 / 0.0267
clock inverters: 6 / 0.0191
[final timing paths]
check / depth (start not counted) / slack, ns / end
worst max-delay path: 5 / 0.95 / p2.drawVGA.drawCtl.current_state[1]$_DFF_P_
worst min register to register: 2 / 0.46 / p2.mainCtl.mainC.current_state[2]$_DFF_P_
worst min-delay path: 2 / 0.46 / p2.mainCtl.mainC.current_state[2]$_DFF_P_
worst max register to register: 5 / 0.95 / p2.drawVGA.drawCtl.current_state[1]$_DFF_P_
[stage by stage]
stage | instance area (µm²) | util
after floorplan | 4170 | -
after global placement | 4560 | 0.578
after detailed placement | 4560 | 0.578
after CTS | 4780 | 0.606
after global routing | 4780 | 0.606
final | 4780 | 0.606
[critical path, stage by stage (launching register included)]
cell	delay [ns]
sky130_fd_sc_hd__dfxtp_1	0.37
sky130_fd_sc_hd__xor2_1	0.18
sky130_fd_sc_hd__nor4_2	0.63
sky130_fd_sc_hd__nand2_2	0.42
sky130_fd_sc_hd__o41ai_2	0.43
sky130_fd_sc_hd__a21boi_1	0.10
[layer usage]
| metal | share of wire | wire (µm) |
|---|---|---|
| met3 | 0.028 | 240 |
| met2 | 0.41 | 3520 |
| met1 | 0.54 | 4610 |
| met5 | 0 | 0 |
| met4 | 0.015 | 126 |
No activity file was given, so power comes from the tool's default toggle rates.
